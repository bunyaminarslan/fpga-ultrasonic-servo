[config.mk]
export PLATFORM = sky130hd
export DESIGN_NAME = servo_motor
export DESIGN_NICKNAME = servo_motor
export VERILOG_FILES = /design/flow/design.v
export SDC_FILE = /design/flow/constraint.sdc
export NUM_CORES = 4
export LEC_CHECK = 1
export CORE_UTILIZATION = 40
[constraint.sdc]
current_design servo_motor

set clk_period 27.2
set clk_io_pct 0.2

create_clock -name clk0 -period $clk_period [get_ports {clk}]

set non_clock_inputs [all_inputs -no_clocks]
set_input_delay [expr $clk_period * $clk_io_pct] -clock clk0 $non_clock_inputs
set_output_delay [expr $clk_period * $clk_io_pct] -clock clk0 [all_outputs]
[run.sh]
#!/bin/bash
# OpenROAD 26Q1-2900-gdf79404cd8, Yosys 0.63+post, stock flow scripts
make -C /OpenROAD-flow-scripts/flow DESIGN_CONFIG=/design/flow/config.mk WORK_HOME=/design/flow/orfs finish
[design.v]
module servo_motor (
    input wire clk,                  
    input wire [7:0] duty_cycle,     
    output reg servo_control         
);
    parameter CLOCK_FREQ = 50_000_000;  
    parameter PWM_PERIOD = 20_000_000;  
    reg [31:0] counter = 0;          
    reg [31:0] pwm_high_time = 0;    
    always @(posedge clk) begin
        pwm_high_time <= (1000 + (duty_cycle * 1000 / 180)) * (CLOCK_FREQ / 1000);
        if (counter >= PWM_PERIOD) begin
            counter <= 0;
        end else begin
            counter <= counter + 1;
        end
        if (counter < pwm_high_time) begin
            servo_control <= 1;
        end else begin
            servo_control <= 0;
        end
    end
endmodule
==> summary.txt <==
Entry: Yosys synthesis followed by OpenROAD place and route.

Clocking:
- The run gives the deepest level of the CTS H-tree as 3.
- The run gives the clock tree from TritonCTS as built.
- The cell sitting at the root of the clock tree is a sky130_fd_sc_hd__clkbuf_16.
- The run gives the number of cells upsized or downsized after cts as 0.
- The number of hold buffers added after CTS was 0.
- The run puts the number of buffers inserted by post-CTS setup repair at 0.
- The run gives the number of buffers inserted during clock tree synthesis as 9.
- The tree built by TritonCTS fans out to 59 sinks.
- The run gives the largest buffer count on any clock path as 2.
- The run puts the worst-skew pair later-pin latency at 0.32 ns.
- The run puts the clock-pin slew reported for the worst setup and hold paths after clock tree synthesis at 0.05 ns.

STA:
- The run gives the relative slew slack as 42.2%.
- Per the final timing report, the hold violations number 0.
- The run gives the share of the cycle needed by the critical path after routing as 84.8%.
- The run puts the clock tree skew after final layout at 0.00538 ns.
- The run puts the smallest hold slack at 0.430 ns.
- Setup repair after global routing left no endpoint under its margin.
- Static timing analysis puts the maximum clock frequency at 0.0433 GHz.
- The run gives the minimum clock period after layout as 23.07 ns.
- The run puts the transition time of the tightest slew-check pin at 0.860 ns.
- The run puts the count of final setup violators at 0.
- The run puts the final-report max-slew violation count at 0.
- The run gives the sum of negative setup slack as 0 ns.

Critical path:
- For reference, the critical path is launched at duty_cycle[1].
- The run puts the data arrival time of the critical path at 23.34 ns.
- The worst setup path is launched from an input port.
- The critical path's slowest stage uses the library cell sky130_fd_sc_hd__clkdlybuf4s50_1.
- The run gives the maximum cell stage delay along the critical path as 0.72 ns.
- Per STA, the endpoint of the critical path is pwm_high_time[29].
- The worst register-to-register path ends at servo_control.
- STA lists the startpoint of the worst register-to-register path as counter[5].
- The run puts the worst reg2reg path depth at 23.
- The run puts the flop-to-flop setup slack at 23.65 ns.
- The worst setup path is captured at a flop.
- The run puts the required time at the worst-slack endpoint at 27.47 ns.
- The run gives the start-to-end type of the worst setup path as input port to flop.
- The run puts the highest net fanout along the worst path at 13.

Floorplan:
- The floorplan report gives the top-level pin count as 10.
- The run puts the initial standard-cell utilization of the core at 40.7%.
- From left edge to right edge, the die measures 157 µm.
- The run puts the standard cell core area at 23500 µm².
- The run puts the total die size at 24500 µm².
- Per the OpenROAD floorplan log, the height of the die is 157 µm.
- According to the floorplan log, the row count is 56.

Finish:
- The run puts the area taken by multi-input logic gates at 7670 µm².
- Leaving out filler cells and counting taps, the final layout contains 1475.
- The run gives the sequential cell area as 1180 µm².
- The post-route netlist has 7.44% of its cells at a drive strength greater than 1.
- The run puts the core utilization of the finished layout at 44.0%.
- The run gives the area added between synthesis and finish as 8.01%.
- In the layout the commonest cells are sky130_fd_sc_hd__ha_1 (160), sky130_fd_sc_hd__inv_1 (155), sky130_fd_sc_hd__nor2_1 (89).
- The run gives the most numerous logic cell after layout as sky130_fd_sc_hd__ha_1.
- Counting the fill cells in the layout gives 2258.

Yosys:
- The run puts the tally of unique sky130hd cells used after synthesis at 110.
- The run puts the fraction of registers with async set/reset at 0%.
- Yosys attributes the largest share of cell area to sky130_fd_sc_hd__ha_1 (21%), sky130_fd_sc_hd__dfxtp_1 (12%), sky130_fd_sc_hd__fa_1 (9.8%), sky130_fd_sc_hd__inv_1 (6.1%), sky130_fd_sc_hd__xnor2_1 (4.9%).
- The run puts the number of enable-type register cells in the synthesized netlist at 0.
- The run gives the total cells reported by yosys after synthesis as 1144.
- In this run the biggest area consumer among cell types represents 20.9% of the synthesized area.
- Among all flip-flop cells after synthesis, the most frequent one is sky130_fd_sc_hd__dfxtp_1.
- The run gives the sequential cell area fraction in the yosys report as 12.4%.
- The area recorded from the Yosys report for this design is 9560 µm².
- The run gives the number of warning messages in the yosys log as 1.
- The run gives the flip-flop and latch count after synthesis as 59.
- The run gives the synthesized netlist cell count as 1144.
- The run puts the combined area of all synthesized cells at 9560 µm².
- The run gives the post-synthesis average cell area as 8.36 µm².
- Sorting the Yosys area breakdown by cell type puts at the top sky130_fd_sc_hd__ha_1.

Routing:
- The run gives the number of vias in the routed layout as 7772.
- In this run the remaining antenna-violating nets after routing total 0.
- The run gives the number of detailed-route iterations in the first pass as 5.
- The run puts the number of violations reported at the end of detailed-routing iteration 0 at 496.
- The routed design shows a wire length per standard cell of 13.3 µm.
- For this run, the detailed router reports a per-instance via density of 5.27.
- For this run, design rule violations remaining after detail routing come to 0.
- The run gives the number of diodes added for antenna fixing as 0.
- The run gives the overall routed net length as 19.6 mm.

Global routing:
- The number of global-route vias before repair was 7315.
- The initial antenna violation count came to 0.
- The run gives the first-pass GRT wire length as 34.1 mm.
- The run gives the pin count of the biggest net entering global routing as 26.
- The run gives the total congestion overflow as 0.
- The run puts the aggregate global-route resource usage at 17.1%.

Run:
- The run puts the number of warnings the tools reported at 39.
- In this run the maximum-capacitance check reported violations numbering 0.

Place:
- The run puts the HPWL after detailed placement at 16.0 mm.
- The placement summary gives the final routability congestion estimate as 0.918.
- The placement report lists the number of port buffers as 9.
- The run gives the count of placed standard cells including taps as 1459.

Hold path:
- The path class of the tightest hold or removal check is flop to flop.

Run status:
- The flow ran to the end, and the final reports show no timing, DRC or antenna violations.
-- final cells by class --
class / instances / area share, %
Clock inverter: 4 / 0.945
Timing Repair Buffer: 15 / 1.31
Multi-Input combinational cell: 908 / 74.3
Clock buffer: 12 / 2.39
Sequential cell: 59 / 11.4
Tap cell: 319 / 3.87
Inverter: 158 / 5.78
-- worst max-delay path: cells and delay by family --
kind,cells,cell delay [ns]
compound gates,41,10.54
fa+ha+maj,12,4.55
buf+inv,8,1.48
simple gates,6,1.30
-- how the worst min path moves through the flow --
stage | startpoint | end | slack (ns) | cells past startpoint
CTS | counter[31] | servo_control | 0.43 | 1
global route | counter[31] | servo_control | 0.45 | 1
finish | counter[31] | servo_control | 0.43 | 1
-- logic make-up after synthesis --
family	Yosys count	share of synthesized area [%]
AOI/OAI and AO/OA	306	23.9
adders and majority gates	209	31.0
muxes	19	2.12
buffers and inverters	183	7.66
xor gates and xnor gates	88	8.30
DFF	59	12.4
other	1	0.0392
and+or+nand+nor	279	14.6
-- state kept, by name (all words and copies together) (netlist names) --
name	count
servo_control	1
pwm_high_time	26
counter	32
-- per-stage QoR --
| step | setup WS [ns] | area [µm²] |
|---|---|---|
| 2_1_floorplan | 7.14 | 9580 |
| 3_3_place_gp | 4.18 | 9980 |
| 3_5_place_dp | 3.81 | 9980 |
| 4_1_cts | 4.12 | 10300 |
| 5_1_grt | 2.62 | 10300 |
| 6_report | 4.13 | 10300 |
-- per-layer routing --
layer  track usage [%]  wire length, µm
met1              25.1             9660
met2              28.4             9220
met4              2.38              276
met3              1.49              486
met5                 0                0
-- synthesized netlist by cell type, types with 5 or more instances --
| cell | n |
|---|---|
| sky130_fd_sc_hd__ha_1 | 160 |
| sky130_fd_sc_hd__inv_1 | 155 |
| sky130_fd_sc_hd__nor2_1 | 89 |
| sky130_fd_sc_hd__a21oi_1 | 66 |
| sky130_fd_sc_hd__dfxtp_1 | 59 |
| sky130_fd_sc_hd__nand2_1 | 54 |
| sky130_fd_sc_hd__xnor2_1 | 54 |
| sky130_fd_sc_hd__o21ai_0 | 49 |
| sky130_fd_sc_hd__fa_1 | 47 |
| sky130_fd_sc_hd__nand3_1 | 32 |
| sky130_fd_sc_hd__xor2_1 | 31 |
| sky130_fd_sc_hd__nor3_1 | 20 |
| sky130_fd_sc_hd__a31oi_1 | 17 |
| sky130_fd_sc_hd__mux2i_1 | 15 |
| sky130_fd_sc_hd__a21o_1 | 14 |
| sky130_fd_sc_hd__and3_1 | 14 |
| sky130_fd_sc_hd__nor2b_1 | 12 |
| sky130_fd_sc_hd__nand2b_1 | 11 |
| sky130_fd_sc_hd__clkbuf_1 | 10 |
| sky130_fd_sc_hd__o211ai_1 | 10 |
| sky130_fd_sc_hd__o21ai_1 | 10 |
| sky130_fd_sc_hd__buf_2 | 9 |
| sky130_fd_sc_hd__a311oi_1 | 8 |
| sky130_fd_sc_hd__o21a_1 | 8 |
| sky130_fd_sc_hd__o31ai_1 | 8 |
| sky130_fd_sc_hd__a211oi_1 | 7 |
| sky130_fd_sc_hd__a211oi_2 | 7 |
| sky130_fd_sc_hd__nand4_1 | 7 |
| sky130_fd_sc_hd__o22ai_1 | 7 |
| sky130_fd_sc_hd__a211o_1 | 5 |
| sky130_fd_sc_hd__and2_1 | 5 |
| sky130_fd_sc_hd__nand3_2 | 5 |
| sky130_fd_sc_hd__o211a_1 | 5 |
| sky130_fd_sc_hd__or3_1 | 5 |
