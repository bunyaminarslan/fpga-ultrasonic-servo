[./run.sh]
#!/bin/bash
# OpenROAD 26Q1-2900-gdf79404cd8, Yosys 0.63+post, stock flow scripts
make -C /OpenROAD-flow-scripts/flow DESIGN_CONFIG=/design/flow/config.mk WORK_HOME=/design/flow/orfs finish
[./config.mk]
export PLATFORM = sky130hd
export DESIGN_NAME = ultrasonic_sensor
export DESIGN_NICKNAME = ultrasonic_sensor
export VERILOG_FILES = /design/flow/design.v
export SDC_FILE = /design/flow/constraint.sdc
export NUM_CORES = 4
export LEC_CHECK = 1
export CORE_UTILIZATION = 30
[./constraint.sdc]
current_design ultrasonic_sensor

set clk_period 23.5
set clk_io_pct 0.2

create_clock -name clk0 -period $clk_period [get_ports {clk}]

set non_clock_inputs [all_inputs -no_clocks]
set_input_delay [expr $clk_period * $clk_io_pct] -clock clk0 $non_clock_inputs
set_output_delay [expr $clk_period * $clk_io_pct] -clock clk0 [all_outputs]
[./design.v]
module ultrasonic_sensor(
    input clk,
    input rst,
    output reg trig,
    input echo, 
    output reg [15:0] distance
    );
    reg [19:0] trig_counter = 0;
    reg [19:0] echo_counter = 0;
    reg measuring = 0;
    always @(posedge clk or posedge rst) begin
        if (rst) begin
            trig_counter <= 0;
            echo_counter <= 0;
            trig <= 0;
            measuring <= 0;
            distance <= 0;
        end
        else begin
            if (trig_counter < 1000)   
                trig <= 1;
            else
                trig <= 0;
            trig_counter <= trig_counter + 1;
            if (echo == 1) begin
                echo_counter <= echo_counter + 1;
                measuring <= 1;
            end
            else if (measuring) begin
                distance <= echo_counter / 58;   
                echo_counter <= 0;
                measuring <= 0;
            end
            if (trig_counter >= 1200000)   
                trig_counter <= 0;
        end
    end
endmodule
==> impl_results.rst <==
Physical design figures
=======================

.. list-table::
   :header-rows: 1

   * - Metric
     - Value
   * - Syn_area_per_cell
     - 8.07 um2
   * - Die X-Extent
     - 141 um
   * - Maximum number of buffers from clock root to sink
     - 2
   * - CTS tree
     - done
   * - Yosys synthesis warning count
     - 1
   * - Later-pin clock latency in the skew report
     - 0.34 ns
   * - Num Clock Sinks
     - 57
   * - Clock root cell
     - sky130_fd_sc_hd__clkbuf_16
   * - GRT overflow
     - 0
   * - Setup CP Type
     - reg -> reg
   * - Mapped Cells
     - 722
   * - Worst stage delay on the critical path
     - 0.79 ns
   * - Maximum clock frequency
     - 102 MHz
   * - Wire length of the first global-routing pass
     - 24100 um
   * - Routed vias/inst
     - 5.75
   * - Status
     - finished clean
   * - Library cells used by synthesis
     - 104
   * - DPL Wire Length
     - 10100 um
   * - Slew at the pin closest to its max-slew limit
     - 0.831 ns
   * - Minimum hold slack
     - 0.470 ns
   * - Initial DRC Count
     - 452
   * - Clock transition at the registers of the reported paths
     - 0.06 ns
   * - Rel. slew slack
     - 44.6%
   * - Netlist area before placement
     - 0.00583 mm2
   * - Sum of negative setup slack
     - 0 ns
   * - Number of enable flip-flop cells
     - 0
   * - P&R area growth vs syn
     - 9.98%
   * - Largest driver fanout on the critical path
     - 22
   * - Number of buffers added for setup after CTS
     - 0
   * - Count of pins on the block boundary
     - 20
   * - Post-detailed-routing wire length
     - 14400 um
   * - Yosys top cell area share
     - 24.5%
   * - Share of the clock period used by the worst path after layout
     - 41.8%
   * - IO buf count
     - 18
   * - Pin count of the biggest net entering global routing
     - 46
   * - Chip area from the yosys synthesis statistics
     - 0.00583 mm2
   * - Yosys cell count
     - 722
   * - Number of warnings in the stage logs
     - 28
   * - Final-report hold violation count
     - 0
   * - Weighted congestion reported at the end of routability-driven placement
     - 0.949
   * - Total power per unit cell area
     - 39.4 mW/mm2
   * - Worst setup SP type
     - flip-flop
   * - Row Count
     - 50
   * - Number of global-route vias before repair
     - 4894
   * - Count of hold-fix buffers inserted at cts
     - 0
   * - Max-cap violations
     - 0
   * - Critical-path cell with the highest stage delay
     - sky130_fd_sc_hd__dfrtp_1
   * - Post-synth top cells
     - sky130_fd_sc_hd__nand2_1 (58), sky130_fd_sc_hd__dfrtp_1 (57), sky130_fd_sc_hd__o21ai_0 (52), sky130_fd_sc_hd__nor2_1 (51), sky130_fd_sc_hd__nand3_1 (39)
   * - Synth Seq Share
     - 24.5%
   * - PnR Total Power
     - 0.253 mW
   * - Cell types occupying the most area after synthesis
     - sky130_fd_sc_hd__dfrtp_1 (24%), sky130_fd_sc_hd__o21ai_0 (4.5%), sky130_fd_sc_hd__xnor2_1 (3.9%)
   * - WP data required
     - 23.71 ns
   * - Number of slew-limit violations in the final report
     - 0
   * - Crit-path most repeated cell
     - sky130_fd_sc_hd__a21oi_1
   * - Yosys reg bits
     - 57
   * - Static Leakage
     - 2.31 nW
   * - Most frequently used flop master after synthesis
     - sky130_fd_sc_hd__dfrtp_1
   * - Diode count
     - 0
   * - Peak supply drop
     - 0.0521 mV
   * - Filler cells
     - 1964
   * - Layout Skew
     - 0.0103 ns
   * - Core occupancy in the finished layout
     - 33.9%
   * - Setup-failing EPs final
     - 0
   * - Number of antenna violations at the first check in global routing
     - 0
   * - Vias
     - 5556
   * - Total GRT Usage
     - 14.6%
   * - Worst path arrival time
     - 10.03 ns
   * - Die span in y
     - 141 um
   * - Async set or reset register ratio after synthesis
     - 100%
   * - Critical path endpoint category
     - flip-flop
   * - DRC Markers
     - 0
   * - Final critical-path required period
     - 9.82 ns
   * - Core area
     - 0.0189 mm2
   * - Setup repair after global routing missed its margin
     - no
   * - Worst min path class
     - reg -> reg
   * - Number of H-tree levels
     - 3
   * - Routed wire length per instance
     - 14.9 um
   * - Overall chip area
     - 0.0200 mm2
   * - Final ANT Viol Nets
     - 0
   * - Length of the first detailed-routing pass in iterations
     - 5
   * - Number of clock buffers inserted by TritonCTS
     - 9
   * - FF-to-FF path depth
     - 30
   * - Library cell with the largest summed area after synthesis
     - sky130_fd_sc_hd__dfrtp_1
   * - Effective utilization at floorplan
     - 30.9%
   * - Most used standard cell by instance count after synthesis
     - sky130_fd_sc_hd__nand2_1
   * - PostCTS Resize Cnt
     - 0
   * - Number of cells on the worst hold path
     - 1
   * - Fraction of layout instances using a drive strength above 1
     - 10.3%
## critical path: cells and delay by family, from the launching register on
kind             cells  cell delay, ns
flip-flops           1            0.79
AND-OR/OR-AND       19            4.94
multiplexers         2            0.79
AND/OR/NAND/NOR      9            3.14
## layout make-up
type / count / area, um2 / area share, %
clock buffers: 9 / 225 / 3.51
flip-flops and latches: 57 / 1430 / 22.2
clock inverters: 7 / 85.1 / 1.33
inverters: 17 / 63.8 / 0.995
well taps: 260 / 325 / 5.07
multi-input cells: 595 / 4080 / 63.6
repair buffers: 22 / 210 / 3.28
## where the power goes
part	leakage, nW	internal, mW	switching (mW)
sequential	0.775	0.0998	0.00510
clock	0.153	0.0842	0.0533
combinational	1.38	0.00370	0.00682
## final timing paths
path	slack [ns]	startpoint	to
worst max-delay path	13.68	echo_counter[16]	distance[0]
worst min-delay path	0.47	trig_counter[9]	trig_counter[9]
worst max register to register	13.68	echo_counter[16]	distance[0]
worst min register to register	0.47	trig_counter[9]	trig_counter[9]
max in group asynchronous	17.99	rst	distance[5]
min in group asynchronous	4.62	rst	trig_counter[18]
## cells in the final DEF (no fill, tap or decap), drive strengths merged, types with 12 or more instances in the layout
master and count:
dfrtp 57, nand4 17, nand3 41, clkdlybuf4s50 18, a211oi 12, nand2 58, o31ai 14, nor2 52
or3 13, and2 12, nor3 25, o21ai 61, o211ai 18, inv 21, a21oi 40, xnor2 31
mux2i 13
## layer usage
metal	up-vias	GRT usage (%)	share of wire, %	routed length [um]
li1	2734	-	-	-
met1	2600	22.7	49	7010
met2	198	22.6	44	6390
met3	24	1.89	5.8	838
met4	0	1.64	0.99	143
met5	-	0	0	0
## metrics by stage
step | std cells | instance area [um2] | setup WS, ns
finish | 967 | 6410 | 13.68
global route | 967 | 6410 | 12.98
global placement | 951 | 6100 | 13.96
floorplan | 722 | 5830 | 15.57
CTS | 967 | 6410 | 13.77
detailed placement | 951 | 6100 | 13.83
## state kept, by name (all words and copies together) (netlist names)
name	flops
distance	15
echo_counter	20
measuring	1
trig	1
trig_counter	20
## cells by family after synthesis
family | Yosys count | synth area share [%]
simple gates | 279 | 25.6
fa+ha+maj | 9 | 1.72
xor+xnor | 39 | 6.83
other cells | 1 | 0.0643
buf+inv | 70 | 5.67
compound gates | 245 | 31.5
mux | 22 | 4.10
flops | 57 | 24.5
No activity file was given, so power comes from the tool's default toggle rates.
